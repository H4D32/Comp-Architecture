$ cat design.v
module alu(input[31:0] instruction, input[31:0] reg_A, input[31:0] reg_B, output signed [31:0] result, output[2:0] flags);
    wire[5:0] opcode;
    reg[5:0] funct;
    logic ovFlow;  
    reg[31:0] ALUout;
    reg[2:0] flagsBuffer;
    reg[31:0] RSBuffer, RTBuffer;
    assign opcode = instruction[31:26];
    parameter
    add = 6'b100000,
    addu = 6'b100001,
    and_inst = 6'b100100,
    sub = 6'b100010,
    subu = 6'b100011,
    or_inst = 6'b100101,
    xor_inst = 6'b100110,
    nor_inst = 6'b100111,
    slt = 6'b101010,
    sltu = 6'b101011,
    sll = 6'b000000,
    sllv = 6'b000100,
    sra = 6'b000011,
    srav = 6'b000111,
    srl = 6'b000010,
    srlv = 6'b000110,
    addi = 6'b001000,
    addiu = 6'b001001,
    andi = 6'b001100,
    ori = 6'b001101,
    xori = 6'b001110,
    beq = 6'b000100,
    bne = 6'b000101,
    slti = 6'b001010, 
    sltiu = 6'b001011,
    lw = 6'b100011,
    sw = 6'b101011;
    always @(*) begin
        if(instruction[25:21] == 5'b00000) RSBuffer = reg_A;
        else if (instruction[25:21] == 5'b00001) RSBuffer = reg_B;
        else RSBuffer = 0;
        if(instruction[20:16] == 5'b00000) RTBuffer = reg_A;
        else if (instruction[20:16] == 5'b00001) RTBuffer = reg_B;
        else RTBuffer = 0;
        flagsBuffer = 3'b000;
        funct = 6'b000000;
        case(opcode)
            6'b000000: begin  
                funct = instruction[5:0];
                case(funct)
                    add: begin
                        {ovFlow, ALUout} = $signed({RSBuffer[31], RSBuffer}) + $signed({RTBuffer[31], RTBuffer});
                        flagsBuffer[2] = (ovFlow != ALUout[31]);  
                        if($signed(ALUout) < 0) flagsBuffer[1] = 1'b1;  
                        else if(ALUout == 32'd0) flagsBuffer[0] = 1'b1;  
                    end
                    addu: ALUout = RSBuffer + RTBuffer;
                    sub: begin
                        {ovFlow, ALUout} = $signed({RSBuffer[31], RSBuffer}) - $signed({RTBuffer[31], RTBuffer});
                        flagsBuffer[2] = (ovFlow != ALUout[31]); 
                        if($signed(ALUout) < 0) flagsBuffer[1] = 1'b1;  
                        else if(ALUout == 32'd0) flagsBuffer[0] = 1'b1;  
                    end    
                    subu: ALUout = RSBuffer - RTBuffer;
                    and_inst: ALUout = RSBuffer & RTBuffer;
                    nor_inst: ALUout = ~(RSBuffer | RTBuffer);
                    or_inst: ALUout = RSBuffer | RTBuffer;
                    xor_inst: ALUout = RSBuffer ^ RTBuffer;
                    sll: ALUout = RTBuffer << instruction[10:6];
                    sllv: ALUout = RTBuffer << RSBuffer;
                    srl: ALUout = RTBuffer >> instruction[10:6];
                    srlv: ALUout = RTBuffer >> RSBuffer;
                    sra: ALUout = RTBuffer >>> instruction[10:6];
                    srav: ALUout = RTBuffer >>> RSBuffer;
                    slt: begin
                        ALUout = ($signed(RSBuffer) < $signed(RTBuffer)) ? 1 : 0; 
                        if(ALUout) flagsBuffer[1] = 1'b1;  
                    end
                    sltu: begin
                        ALUout = (RSBuffer < RTBuffer) ? 1 : 0; 
                        if(ALUout) flagsBuffer[1] = 1'b1;  
                    end
                endcase
            end
            addi: begin  
                {ovFlow, ALUout} = $signed({RSBuffer[31], RSBuffer}) + $signed({{17{instruction[15]}}, instruction[15:0]});
                flagsBuffer[2] = (ovFlow != ALUout[31]); 
                if($signed(ALUout) < 0) flagsBuffer[1] = 1'b1;  
                else if(ALUout == 32'd0) flagsBuffer[0] = 1'b1;  
            end
            addiu: ALUout = RSBuffer + {{16{instruction[15]}}, instruction[15:0]};
            andi: ALUout = RSBuffer & {{16{1'b0}},instruction[15:0]};
            ori: ALUout = RSBuffer | {{16{1'b0}},instruction[15:0]};
            xori: ALUout = RSBuffer ^ {{16{1'b0}},instruction[15:0]};
            beq: begin
                ALUout = ($signed(RSBuffer) == $signed(RTBuffer)) ? instruction[15:0] : 0;
                if(ALUout == 0) flagsBuffer[0] = 1'b1;  
            end
            bne: begin
                ALUout = ($signed(RSBuffer) != $signed(RTBuffer)) ? instruction[15:0] : 0;
                if(ALUout == 0) flagsBuffer[0] = 1'b1;  
            end
            slti: begin
                ALUout = ($signed(RSBuffer) < $signed({{16{instruction[15]}}, instruction[15:0]})) ? 1 : 0; 
                if(ALUout) flagsBuffer[1] = 1'b1;  
            end
            sltiu: begin 
                ALUout = RSBuffer < {{16{instruction[15]}}, instruction[15:0]} ? 1 : 0; 
                if(ALUout) flagsBuffer[1] = 1'b1;  
            end
            lw: ALUout = $signed(RTBuffer) + $signed({{16{instruction[15]}}, instruction[15:0]}); 
            sw: ALUout = $signed(RTBuffer) + $signed({{16{instruction[15]}}, instruction[15:0]});
        endcase
    end
    assign result = ALUout;
    assign flags = flagsBuffer;
endmodule            
$ cat run.sh
#!/bin/bash
# OpenROAD 26Q1-2900-gdf79404cd8, Yosys 0.63+post, stock flow scripts
make -C /OpenROAD-flow-scripts/flow DESIGN_CONFIG=/design/flow/config.mk WORK_HOME=/design/flow/orfs finish
$ cat config.mk
export PLATFORM = sky130hd
export DESIGN_NAME = alu
export DESIGN_NICKNAME = alu
export VERILOG_FILES = /design/flow/design.v
export SDC_FILE = /design/flow/constraint.sdc
export NUM_CORES = 4
export LEC_CHECK = 1
export CORE_UTILIZATION = 30
$ cat constraint.sdc
current_design alu

set clk_period 22.6
set clk_io_pct 0.2

create_clock -name clk0 -period $clk_period

set non_clock_inputs [all_inputs -no_clocks]
set_input_delay [expr $clk_period * $clk_io_pct] -clock clk0 $non_clock_inputs
set_output_delay [expr $clk_period * $clk_io_pct] -clock clk0 [all_outputs]
==> impl_metrics.ini <==
; synthesis and place-and-route metrics
[setup_path]
critPathKind = input port to output pin
cp_num_buf_inv = 5
cp-end-kind = output pin
cp.arrival_ps = 11380
worstSetupStartpointType = input port
cpLargestDelayFamily = simple AND/OR/NAND/NOR gates
worstPathRequired_ps = 18080
path_cells = clkdlybuf4s50_1, or4_4, nor2_2, buf_4, a22oi_1, buf_4, inv_1, ha_1, fa_1, nor3b_1, o21ai_0, nand4bb_1, a2111oi_0, nand4b_1, nor4_1, nand4bb_1, o41a_1, nand2_1, clkdlybuf4s50_1
critPathMaxFanout = 32
cpPeakStageDelay_ps = 730
slowest_stage = nor3b_1

[synthesis]
ys_chip_area_sq_um = 18730
synth.top_cell.area_share_pct = 13.83
async_reset_ff_share_pct = 0
syn_inst = 2886
syn_area_sq_um = 18730
syn_avg_cell_area_sq_um = 6.490
edf_count = 0
yosys_cells = 2886
synth.area.top_cells = ha_1 (14%), a21oi_1 (7.1%), mux2i_1 (6.8%)
yosysWarnings = 1
largest_area_cell = ha_1
numSynthFlops = 32
ff_type = dlxtn_1
ys_types = 106

[route]
routedLengthMet1_mm = 48.28
first_pass_iters = 6
vias = 24120
vias_per_cell = 6.406
drc = 0
drt_iter0_markers = 3097
wl_met3_mm = 12.86
highest_layer = met5
routed_wl_mm = 117.2
wl_per_cell_um = 31.13
ant_nets = 0
met2_length_mm = 49.70

[timing]
fin_crit_sh_pct = 70.35
fmax_mhz = 62.90
maxSlewHeadroom_pct = 25.77
setup_viol = 0
maxSlewViolCount = 0
finalSetupTns_ps = 0
tightest_slew_ps = 1107
untimed_endpoints = 64
hold_viol = 0
min_period_ps = 15900
rsz0062_at_grt = false
unclocked_regs = 32

[power_and_ir_drop]
vdd_drop_max_mv = 0.01156
power_leakage_nw = 8.462
p_per_area_nw_per_um2 = 18.87

[placed_design]
hpwl_mm = 95.59
io_buffers = 131
gp_congestion = 1.105
place_area_sq_um = 21060

[cells_and_area]
syn2layout_area_growth_pct = 12.46
largest_reg_flops = 32
drive_gt1_share_pct = 6.799
fin_area_sq_um = 21060

[run]
cap_violations = 0
log.warning_count = 143

[hold_path]
hold_class = input port to output pin

[floorplanning]
dieArea_sq_um = 63430
die_x_um = 251.9
coreArea_sq_um = 61710
ioPinCount = 131
rows = 91
fp_util_pct = 30.35
die.size.y_um = 251.9

[clock_tree]
holdBufCountCts = 0
cts_resized = 0
cts_setup_buffers = 0

[global_routing]
grt_usage_pct = 36.69
grt_pass1_wl_mm = 165.8
grt_antenna_before_repair = 4
grt_pass1_vias = 22560
grt_overflow = 0
grt_max_degree = 60

[run_status]
status = finished, final reports clean
[cell usage after synthesis, types with 9 or more instances]
cell	instances
ha_1	207
o31ai_1	28
nor2_1	312
and2_1	27
nor2b_1	17
inv_1	149
a21oi_1	264
and3_1	18
nand4_1	24
o211ai_1	48
a2111oi_0	12
or3_1	16
a221o_1	14
a211o_1	9
o22ai_1	41
a22o_1	29
nand3_1	65
o21ai_1	31
a21o_1	39
o21ai_0	224
a22oi_1	11
o221ai_1	26
nor4_1	37
buf_1	14
xnor2_1	78
mux2i_1	127
o21bai_1	18
clkbuf_1	111
nor3_1	64
a211oi_1	53
xor2_1	23
o2111ai_1	14
a32oi_1	10
buf_4	9
mux2_2	29
dlxtn_1	32
nor3b_1	10
buf_2	53
a221oi_1	42
nand2b_1	29
o21a_1	20
a31oi_1	24
nand2_1	312
[cell usage in the layout (no fill, tap or decap), types with 29 or more instances in the layout]
cell type / count
nand2b_1: 29
o22ai_1: 41
clkdlybuf4s50_1: 127
o211ai_1: 48
nor4_1: 35
nor2_1: 310
nand3_1: 65
mux2i_1: 126
dlxtn_1: 32
a21oi_1: 259
a221oi_1: 42
a22o_1: 29
nor3_1: 63
o21ai_1: 30
a21o_1: 39
a211oi_1: 53
mux2_2: 29
inv_1: 149
xnor2_1: 78
buf_4: 102
o21ai_0: 224
ha_1: 207
nand2_1: 312
[worst paths after layout]
path	start	end	slack, ps	cells after the start
setup / recovery	instruction[19]	flags[0]	6700	19
hold / removal	instruction[0]	flags[1]	10560	7
[logic make-up (layout without fill, tap and decap cells)]
logic type / count (synthesis) / count (layout) / synth area share, %
compound gates: 1040 / 1040 / 36.51
simple gates: 986 / 986 / 24.69
buf+inv: 350 / 391 / 7.709
fa+ha+maj: 211 / 211 / 14.26
mux: 166 / 166 / 9.546
xor+xnor: 101 / 101 / 4.723
latches: 32 / 32 / 2.565
other cells: 0 / 1 / 0
[metal layers]
layer / vias up / track usage [%]
met5: - / 0
met4: 2 / 15.79
met3: 280 / 9.856
met2: 1511 / 55.12
met1: 11520 / 49.37
li1: 10810 / -
[report_power, final]
group,switching [mW],internal (mW)
sequential,0.00168,0.00935
clock,0,0.00000000592
combinational,0.254,0.132
total,0.256,0.141
[through the flow]
stage	util [%]	power, mW	std cells	hold slack (ps)	setup slack, ps
floorplan	-	0.2268	2886	9289	8947
global placement	34.13	0.3862	3764	10460	6642
detailed placement	34.13	0.3810	3764	10520	6629
CTS	34.13	0.3831	3764	10520	6624
global route	34.13	0.4164	3765	10670	6399
finish	34.13	0.3974	3765	10560	6701
[layout make-up]
class	instances	area, sq um
fill	6924	40650
tap	837	1047
multi-input combinational	2504	16880
antenna	1	2.502
timing repair buffer	232	2052
inverter	159	596.8
sequential	32	480.5
[worst min-delay path, delay by kind of cell]
| family | cells | cell delay, ps |
|---|---|---|
| buf+inv | 2 | 720 |
| simple gates | 1 | 130 |
| compound gates | 4 | 620 |
Power and IR drop assume default switching activity.
